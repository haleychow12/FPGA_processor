==> /design/flow/design.v <==
module mux4(out, in3, in2, in1, in0, sel);
   parameter width = 16;
   output [width-1:0] out;
   input [width-1:0] in3, in2, in1, in0;
   input [1:0] 	     sel;
   assign out = (sel[1]) ? ((sel[0]) ? in3 : in2) :
	 ((sel[0]) ? in1 : in0);
endmodule  
==> /design/flow/run.sh <==
#!/bin/bash
# OpenROAD 26Q1-2900-gdf79404cd8, Yosys 0.63+post, stock flow scripts
make -C /OpenROAD-flow-scripts/flow DESIGN_CONFIG=/design/flow/config.mk WORK_HOME=/design/flow/orfs finish
==> /design/flow/config.mk <==
export PLATFORM = sky130hd
export DESIGN_NAME = mux4
export DESIGN_NICKNAME = mux4
export VERILOG_FILES = /design/flow/design.v
export SDC_FILE = /design/flow/constraint.sdc
export NUM_CORES = 4
export LEC_CHECK = 1
export CORE_AREA = 10 10 70 70
export DIE_AREA = 0 0 80 80
==> /design/flow/constraint.sdc <==
current_design mux4

set clk_period 1.1
set clk_io_pct 0.2

create_clock -name clk0 -period $clk_period

set non_clock_inputs [all_inputs -no_clocks]
set_input_delay [expr $clk_period * $clk_io_pct] -clock clk0 $non_clock_inputs
set_output_delay [expr $clk_period * $clk_io_pct] -clock clk0 [all_outputs]
==> flow_summary.yaml <==
# yosys + openroad results
setup_path:
  crit_chain: "buf_12, buf_12, mux4_2, buf_2"
  cp_slowest_cell: "mux4_2"
  worstSetupPathDepth: 4
  crit_required_ps: 880
  worstPathMaxFanout: 8
  worstSetupPathType: "in2out"
  cp.arrival_ps: 1060
  crit_family: "multiplexers"
  endpoint_kind: "output pin"
  crit_buf_inv: 3
  cpPeakStageDelay_ps: 490
  start_kind: "input pin"
  crit_top_cell: "buf_12"
layout:
  fillCellCount: 372
  regArea_sq_um: 0
  syn2layout_area_growth_pct: 179
  drive_above_1_share_pct: 37.3
  clkbuf_count: 0
  flops: 0
  fin_cells: 148
final_timing:
  hold_viol: 0
  whs_ps: 924
  setup_violations: 16
  drv_slew: 0
  worst_slack_ps: -181
  slew-limit-headroom_pct: 90.0
  period_minus_slack_ps: 1280
  period_used_pct: 116
  rsz0062_at_grt: "true"
  fmax_mhz: 780
  worst_pin_slew_ps: 151
grt:
  met1_usage_pct: 9.10
  grt_pass1_wl_mm: 4.26
  top_usage_layer: "met2"
  grt_max_degree: 9
  antenna_found_initial: 0
  grt_pass1_vias: 767
  grt_util_met2_pct: 13.8
  globalRouteTotalUtil_pct: 8.41
  gr-total-overflow: 0
  use_met3_pct: 6.25
synth:
  ys_area_sq_um: 424
  ys_warn_count: 0
  synthCells: 20
  postSynthAreaPerCell_sq_um: 21.2
  yosysUniqueCellTypes: 5
  ys_seq_share_pct: 0
  netlist_area_sq_um: 424
  ys_cells: 20
min_path:
  hold_start: "in3[1]"
  whs_path_depth: 3
  hp-class: "in2out"
  holdPathEnd: "out[1]"
route:
  drc_errors: 0
  first_iter_violations: 4
  ant_nets: 0
  diodes: 0
  wl_per_cell_um: 18.6
  drt-total-wl_mm: 2.75
  drt_pass1_iterations: 2
  vias: 602
  viasPerCell: 4.07
floorplan:
  fp.dieW_um: 80
  fp_util_pct: 12.4
  die_h_um: 80
  core-area_sq_mm: 0.00342
  ios: 82
  row_count: 21
  chip_area_sq_mm: 0.00640
place:
  portBuffers: 82
  dp_cells: 146
  gp_congestion: 0.829
power_and_ir_drop:
  power-per-cell-area_mw_per_mm2: 320
  irDropWorstVdd_uv: 135
  leakage_nw: 0.560
flow_run:
  drv_cap: 0
  tool_warnings: 35
outcome:
  status: "finished, violations left"
  violations: "setup timing"
cts:
  holdBufCountCts: 0
[worst min-delay path: cells and delay by family]
| family | cells | cell delay, ps |
|---|---|---|
| buffers and inverters | 2 | 270 |
| multiplexers | 1 | 210 |
[kinds of logic after synthesis]
family	after synthesis	synth area share, %
mux	16	90.3
buf+inv	4	9.73
[area by class of cell]
type | instances | area (sq um) | area share [%]
multi-input combinational | 16 | 360 | 30.4
tap | 46 | 57.6 | 4.86
timing repair buffer | 86 | 767 | 64.7
[report_power, final]
group	internal, mW	switching [mW]
combinational	0.286	0.0929
clock	0	0
sequential	0	0
total	0.286	0.0929
[worst max path at each step]
| stage | startpoint | to | slack, ps |
|---|---|---|---|
| 4_1_cts | sel[0] | out[4] | -200 |
| 5_1_grt | sel[0] | out[15] | -220 |
| 6_report | sel[0] | out[7] | -180 |
[through the flow]
step                util [%]  worst slack, ps  setup TNS, ps  cell area (sq um)  total power [mW]
global placement        38.1            -1030         -15860               1300             0.489
detailed placement      38.1            -1040         -15890               1300             0.489
finish                  34.7             -181          -2790               1180             0.379
CTS                     34.7             -198          -2970               1180             0.389
global route            34.7             -222          -3350               1180             0.415
floorplan                  -            -28.0           -280                433             0.126
[layer usage]
metal / routed length (um) / up-vias
met5: 0 / -
met4: 0 / 0
met3: 594 / 0
met2: 1150 / 63
met1: 1010 / 268
li1: - / 271
[cell usage after synthesis, drive strengths merged]
library cell	number	area share (%)
mux4	16	90
buf	4	9.7
[placed cells by master (no fill, tap or decap)]
cell             Yosys  layout
buf_2                2      16
mux4_2              10      16
buf_12               1       3
buf_16               0       2
clkdlybuf4s15_2      0       1
dlygate4sd2_1        0      64
[what timing repair did]
item,in CTS,in global routing
gates cloned,2,0
endpoints found under the setup margin,16,16
pin swaps,0,0
resized,132,0
buffers inserted,0,0
Power is estimated from default activity; no workload was simulated.
